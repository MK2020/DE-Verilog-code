==> ./design.v <==
module clockdiv_en2500(clkin, clkout);
	input clkin;
	output clkout;
	reg [20:0] count;
	initial count = 0;
	assign clkout = count==0 ? 1 : 0;
	always @(posedge clkin) begin
		count = count + 1;
		if (count == 2500)
			count = 0;
	end
endmodule
==> ./run.sh <==
#!/bin/bash
# OpenROAD 26Q1-2900-gdf79404cd8, Yosys 0.63+post, stock flow scripts
make -C /OpenROAD-flow-scripts/flow DESIGN_CONFIG=/design/flow/config.mk WORK_HOME=/design/flow/orfs finish
==> ./config.mk <==
export PLATFORM = sky130hd
export DESIGN_NAME = clockdiv_en2500
export DESIGN_NICKNAME = clockdiv_en2500
export VERILOG_FILES = /design/flow/design.v
export SDC_FILE = /design/flow/constraint.sdc
export NUM_CORES = 4
export LEC_CHECK = 1
export CORE_AREA = 10 10 103 103
export DIE_AREA = 0 0 113 113
==> ./constraint.sdc <==
current_design clockdiv_en2500

set clk_period 6.5
set clk_io_pct 0.2

create_clock -name clk0 -period $clk_period [get_ports {clkin}]

set non_clock_inputs [all_inputs -no_clocks]
set_input_delay [expr $clk_period * $clk_io_pct] -clock clk0 $non_clock_inputs
set_output_delay [expr $clk_period * $clk_io_pct] -clock clk0 [all_outputs]
==> reports/results.ini <==
[route]
antennaDiodeCount=0
wire_per_inst_um=8.877
vias_per_cell=3.740
drcViolationCount=0
drtIter0Drc=58
vias=879
firstDrtPassIters=4
drtAntennaViolNets=0
drt_wl_total_um=2086

[timing]
finalHoldViolations=0
slew_viol_final=0
finalCritPeriodShare_pct=49.61
tns_ns=0
finalCriticalPeriod_ns=3.225
hold_slack_ns=0.5086
skew_ns=0.008527
fmax_mhz=310.1
setup_viol=0
rsz0062_at_grt=no
worst_pin_slew_ns=0.6884
max_slew_margin_pct=53.69

[synth]
synth_cell_types=32
synth_warnings=1
area_leaders=dfxtp_1 (37%), xnor2_1 (12%), nand3_1 (4.4%), nor2_1 (4.3%), nand4_1 (3.9%)
ys.flop_type=dfxtp_1
yosys.stat.seqShare_pct=37.25
syn-cell-area_um2=1129
edf_count=0
synthArstFlopShare_pct=0
top_area_cell=dfxtp_1
top_area_share_pct=37.25
netlist_instances=130
ys_area_um2=1129
syn_area_per_cell_um2=8.681
yosysCellCount=130
ys_seq_elements=21

[place]
gp_congestion=0.8642
io_buffers=1
hpwl_um=1527
dp.cells=231

[critical_path]
critPathTopFamily=simple AND/OR/NAND/NOR gates
cp_slowest_stage_delay_ns=0.50
crit_buf_inv=2
cpMaxStageDelayCell=clkdlybuf4s50_1
critical_path_class=reg2out
endpoint_kind=primary output
critPathRequiredTime_ns=5.20
crit_fanout=7
crit_chain=inv_1, ha_1, nor4b_1, nand4_1, nor3_1, clkdlybuf4s50_1
arrival_ns=1.92
worst_setup_path_start_kind=flip-flop

[power]
pwr-share-clk_pct=40.3
power_frac_seq_pct=59.7
vdd_drop_max_mv=0.1335
p_sw_share_pct=20.19
comb_power_share_pct=0
leakagePower_nw=0.3739
p_switching_mw=0.04345
p_per_area_nw_per_um2=166.8
power.internal_mw=0.1718

[floorplan]
fp_util_pct=13.60
fp-row-count=33
chip_area_um2=12770
die_h_um=113
io_pins=2
core-area_um2=8299
die_x_um=113

[global_route]
grt_usage_pct=3.432
grt_start_max_net_pins=14
grt_pass1_vias=844
grt.overflow.total=0
antenna_found_initial=0
grt_pass1_wl_um=3877

[layout]
final_cells=235
area_growth_pct=14.30
fill_cells=929
drive_gt1_share_pct=7.692
fin_util_pct=15.54
largest_register_ffs=21

[clocking]
cts_tree=yes
hold_buffers=0
htree_num_levels=1
clock_sinks=21
cts-root-buf=clkbuf_8
post_cts_resized=0
post_cts.repair.setup_buffers=0
cts.path.max_buffers=2
clk_latency_ns=0.26
cts_buffers=3
path_clk_slew_ns=0.08

[worst_hold_path]
hp-class=reg2reg

[run]
warning_count=27
maxCapViolCount=0

[run_status]
status=finished clean

-- routing by layer --
| metal | global-route usage, % | vias to the layer above | share of wire, % |
|---|---|---|---|
| met5 | 0 | - | 0 |
| met4 | 0.2538 | 0 | 0.48 |
| met3 | 0.8547 | 2 | 3.8 |
| met2 | 5.261 | 7 | 42 |
| met1 | 4.936 | 408 | 53 |
| li1 | - | 462 | - |
-- cell usage in the layout (no fill, tap or decap), drive strengths merged --
| cell type | instances |
|---|---|
| dfxtp | 21 |
| xnor2 | 16 |
| nor2 | 13 |
| nand3 | 11 |
| nand2 | 9 |
| inv | 7 |
| nand4 | 7 |
| nor3 | 7 |
| nor4 | 4 |
| or3 | 3 |
| xor2 | 3 |
| o21ai | 3 |
| ha | 3 |
| clkbuf | 3 |
| a2bb2oi | 2 |
| and4 | 2 |
| a31oi | 2 |
| a21o | 2 |
| nor4b | 1 |
| or4 | 1 |
| mux2 | 1 |
| a41oi | 1 |
| a311o | 1 |
| a2111oi | 1 |
| and4bb | 1 |
| nor2b | 1 |
| nand2b | 1 |
| nor3b | 1 |
| clkinvlp | 1 |
| clkdlybuf4s50 | 1 |
-- stage by stage --
step | power [mW] | setup slack (ns) | cell area, um^2
2_1_floorplan | 0.1315 | 4.240 | 1129
6_report | 0.2152 | 3.275 | 1290
3_5_place_dp | 0.1315 | 3.579 | 1241
4_1_cts | 0.2209 | 3.240 | 1290
5_1_grt | 0.2245 | 3.022 | 1290
3_3_place_gp | 0.1315 | 3.624 | 1241
-- area by class of cell --
| cell class | count | area, um^2 | area share [%] |
|---|---|---|---|
| flip-flops and latches | 21 | 420.4 | 32.59 |
| well taps | 105 | 131.4 | 10.18 |
| repair buffers | 1 | 10.01 | 0.7759 |
| multi-input cells | 97 | 653.1 | 50.63 |
| clock buffers | 3 | 41.29 | 3.201 |
| inverters | 7 | 26.28 | 2.037 |
| clock inverters | 1 | 7.507 | 0.5820 |
-- logic make-up after synthesis --
kind of cell	share of synthesized area [%]
compound gates	8.314
mux	0.9977
flops	37.25
buf+inv	4.879
simple gates	30.49
fa+ha+maj	3.326
xor+xnor	14.75
-- power by group through the flow --
stage / registers (mW) / logic (mW) / clock network [mW]
5_1_grt: 0.129 / 0.000000183 / 0.0960
4_1_cts: 0.129 / 0.000000183 / 0.0924
6_report: 0.129 / 0.000000183 / 0.0867
-- cell usage after synthesis (all sizes together) (2+ instances only) --
library cell   n
xnor2         16
inv            7
clkbuf         2
and4           2
dfxtp         21
nand4          7
nor4           4
a21o           2
nand2          9
a31oi          2
nor2          13
nor3           7
xor2           3
a2bb2oi        2
nand3         11
or3            3
o21ai          3
buf            3
ha             3
-- final timing paths --
kind              cells past startpoint        end  slack [ns]      from
setup / recovery                      6     clkout        3.28  count[0]
hold / removal                        1   count[0]        0.51  count[0]
setup reg to reg                      7  count[11]        4.16  count[0]
hold reg to reg                       1   count[0]        0.51  count[0]
-- worst reg2reg max path: stages, from the launching register on --
cell and delay [ns]:
dfxtp_1 0.43, ha_1 0.29, nand3_1 0.30, o21ai_0 0.28, nand4_1 0.13, a2111oi_2 0.40
and4bb_4 0.35, nor2_1 0.05
Power figures rest on the tool's default switching activity, not on a simulated workload.
